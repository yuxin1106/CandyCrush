==> ./design.v <==
`timescale 1ns / 1ps
module CandyCrush_Simple(
      Clk, Reset, BtnC, BtnL, BtnR, BtnU, BtnD,
      ColorXY,
		Enable,
      rewriteX, rewriteY, X, Y, swapX, swapY,
      randFlag, swapFlag,
      stateNum
    );
input BtnC, BtnL, BtnR, BtnU, BtnD, Clk, Reset;
input [2:0] ColorXY;                                
input Enable;                                       
output reg [2:0] rewriteX, rewriteY;                
output reg [2:0] X, Y; 
output reg [2:0] swapX, swapY;                      
output reg randFlag, swapFlag;                      
output reg [3:0] stateNum;
reg [2:0] columnSlidesCount [7:0];                  
reg [2:0] columnSlidesStart [7:0];                  
reg [2:0] colorSaved;                               
reg [2:0] firstX, firstY;                           
reg UpFlag, DownFlag, RightFlag, LeftFlag;          
reg firstSlidedFlag;                                
reg [12:0] state;                                   
reg [3:0] indexCtr, slidesCtr;                      
localparam
InitialVar = 13'b0000000000001,
SelectFirst = 13'b0000000000010,
SelectSecond = 13'b0000000000100,
SwapColor = 13'b0000000001000,
CheckAround = 13'b0000000010000,
UpCheck = 13'b0000000100000,
DownCheck = 13'b0000001000000,
RightCheck = 13'b0000010000000,
LeftCheck = 13'b0000100000000,
ColumnCheck = 13'b0001000000000,
SlideDown = 13'b0010000000000,
FillRand = 13'b0100000000000,
ResetValues = 13'b1000000000000;
always @(posedge Clk)
begin 
   case(state)
       InitialVar:    stateNum = 4'b0001;
       SelectFirst:   stateNum = 4'b0010;
       SelectSecond:  stateNum = 4'b0011;
       SwapColor:    stateNum = 4'b0100;
       CheckAround:    stateNum = 4'b0101;
       UpCheck:       stateNum = 4'b0110;
       DownCheck:     stateNum = 4'b0111;
       RightCheck:    stateNum = 4'b1000;
       LeftCheck:     stateNum = 4'b1001;
       ColumnCheck:    stateNum = 4'b1010;
       SlideDown:   stateNum = 4'b1011;
       FillRand:     stateNum = 4'b1100;
       ResetValues:     stateNum = 4'b1101;
    endcase
end
always @(posedge Clk)
begin
     if (Reset)
     begin
        state <= InitialVar;
        X <= 3'bXXX;
        Y <= 3'bXXX;
        firstX <= 3'bXXX;
        firstY <= 3'bXXX;
        UpFlag <= 1'b0;
        DownFlag <= 1'b0;
        RightFlag <= 1'b0;
        LeftFlag <= 1'b0;
        firstSlidedFlag <= 1'b0;
        rewriteX <= 3'bXXX;
        rewriteY <= 3'bXXX;
        swapX <= 3'bXXX;
        swapY <= 3'bXXX;
        randFlag <= 1'b0;
        swapFlag <= 1'b0;
        colorSaved <= 3'bXXX;
        indexCtr <= 4'b0000;
     end
     else if (Enable)
     begin
        case (state)
        InitialVar:
        begin
          state <= SelectFirst;
          X <= 3;
          Y <= 3;
          firstX <= 3'b000;
          firstY <= 3'b000;
          rewriteX <= 3'b000;
          rewriteY <= 3'b000;
          swapX <= 3'b000;
          swapY <= 3'b000;
          colorSaved <= 3'b000;
          columnSlidesCount[0] <= 3'b000; 
		  columnSlidesCount[1] <= 3'b000;
		  columnSlidesCount[2] <= 3'b000;
		  columnSlidesCount[3] <= 3'b000;
		  columnSlidesCount[4] <= 3'b000;
		  columnSlidesCount[5] <= 3'b000;
		  columnSlidesCount[6] <= 3'b000;
		  columnSlidesCount[7] <= 3'b000;
		  columnSlidesStart[0] <= 3'b000;
		  columnSlidesStart[1] <= 3'b000;
		  columnSlidesStart[2] <= 3'b000;
		  columnSlidesStart[3] <= 3'b000;
		  columnSlidesStart[4] <= 3'b000;
		  columnSlidesStart[5] <= 3'b000;
		  columnSlidesStart[6] <= 3'b000;
		  columnSlidesStart[7] <= 3'b000;
        end
        SelectFirst:
        begin
          if (BtnC)
          begin
             state <= SelectSecond;
             firstX <= X;
             firstY <= Y;
             colorSaved <= ColorXY;
          end
          else if (BtnU)
          begin
             if (Y > 0)
                Y <= Y - 1;
          end
          else if (BtnD)
          begin
             if (Y < 7)
                Y <= Y + 1;
          end
          else if (BtnR)
          begin
             if (X < 7)
                X <= X + 1;
          end
          else if (BtnL)
             if (X > 0)
                X <= X - 1;
          begin
          end
        end
        SelectSecond:
        begin
          if (BtnU|BtnD|BtnR|BtnL)
          begin
             state <= SwapColor;
             swapX <= firstX;
             swapY <= firstY;
             swapFlag <= 1;     
             if (BtnU)
             begin
               if (Y > 0)
                  Y <= Y - 1;
             end
             else if (BtnD)
             begin
			   if (Y < 7)
				  Y <= Y + 1;
             end
             else if (BtnR)
             begin
               if (X < 7)
                  X <= X + 1;
             end
             else if (BtnL)
               if (X > 0)
                  X <= X - 1;
             begin
             end
          end
        end
        SwapColor:
        begin
           state <= CheckAround;
           swapFlag <= 0;
           firstX <= X;
           firstY <= Y;
        end
        CheckAround:
        begin
           if (!UpFlag)
           begin
              UpFlag <= 1;
              if (Y > 0)
              begin
                 state <= UpCheck;
                 Y <= Y - 1;
              end
           end
           else if (!DownFlag)
           begin
              DownFlag <= 1;
              if (Y < 7)
              begin
                 state <= DownCheck;
                 Y <= Y + 1;
              end
           end
           else if (!RightFlag)
           begin
              RightFlag <= 1;
              if (X < 7)
              begin
                 state <= RightCheck;
                 X <= X + 1;
              end
           end
           else if (!LeftFlag)
           begin
              LeftFlag <= 1;
              if (X > 0)
                 state <= LeftCheck;
                 X <= X - 1;
           end
           else
           begin 
              state <= ColumnCheck;
              if (firstSlidedFlag)
              begin
                 columnSlidesCount[firstX] <= columnSlidesCount[firstX] + 1;
                 if (columnSlidesStart[firstX] < firstY)
                     columnSlidesStart[firstX] <= firstY;
              end
           end
        end
        UpCheck:
        begin
            if (ColorXY == colorSaved)
            begin
               firstSlidedFlag <= 1;
               columnSlidesCount[firstX] <= columnSlidesCount[firstX] + 1;
               if (columnSlidesStart[firstX] < Y)
                   columnSlidesStart[firstX] <= Y;
               if (Y > 0)
                  Y <= Y - 1;
               else
               begin
                  state <= CheckAround;
                  Y <= firstY;
               end
            end
            else
            begin
               state <= CheckAround;
               Y <= firstY;
            end
        end
        DownCheck:
        begin
            if (ColorXY == colorSaved)
            begin
               firstSlidedFlag <= 1;
               columnSlidesCount[firstX] <= columnSlidesCount[firstX] + 1;
               columnSlidesStart[firstX] <= Y;
               if (Y < 7)
                  Y <= Y + 1;
               else
               begin
                  state <= CheckAround;
                  Y <= firstY;
               end
            end
            else
            begin
               state <= CheckAround;
               Y <= firstY;
            end
        end
        RightCheck:
        begin
            if (ColorXY == colorSaved)
            begin
                firstSlidedFlag <= 1;
                columnSlidesCount[X] <= columnSlidesCount[X] + 1;
                columnSlidesStart[X] <= firstY;
                if (X < 7)
                   X <= X + 1;
                else
                begin
                  state <= CheckAround;
                  X <= firstX;
                end
            end
            else
            begin
               state <= CheckAround;
               X <= firstX;
            end
        end
        LeftCheck:
        begin
            if (ColorXY == colorSaved)
            begin
               firstSlidedFlag <= 1;
               columnSlidesCount[X] <= columnSlidesCount[X] + 1;
               columnSlidesStart[X] <= firstY;
               if (X > 0)
                  X <= X - 1;
               else
               begin
                  state <= CheckAround;
                  X <= firstX;
               end
            end
            else
            begin
              state <= CheckAround;
              X <= firstX;
            end
        end
        ColumnCheck:
        begin
           if (indexCtr == 8)
              state <= ResetValues;
           else
           begin
              if (columnSlidesCount[indexCtr] != 0)
              begin
                 state <= SlideDown;
                 swapY <= columnSlidesStart[indexCtr];
                 swapX <= indexCtr;
                 if (columnSlidesStart[indexCtr] > columnSlidesCount[indexCtr])					  
                     Y <= columnSlidesStart[indexCtr] - columnSlidesCount[indexCtr];
					  else
					      Y <= 0;
                 X <= indexCtr;
					  swapFlag <= 1;
              end
              else 
                 indexCtr <= indexCtr + 1;
           end
        end
        SlideDown:
        begin
			  if (swapY > 0)
               swapY <= swapY - 1;
			  if (Y > 0)
               Y <= Y - 1;
           if (Y == 0)
           begin
              state <= FillRand;
              rewriteX <= indexCtr;
              rewriteY <= 0;
              slidesCtr <= columnSlidesCount[indexCtr] - 1;
				  swapFlag <= 0;
				  randFlag <= 1;
           end
        end
        FillRand:
        begin
           if (slidesCtr != 0)
           begin
              randFlag <= 1;
              rewriteY <= rewriteY + 1;
              slidesCtr <= slidesCtr - 1;
           end
           else
           begin
              state <= ColumnCheck;
              randFlag <= 0;
              indexCtr <= indexCtr + 1;
           end
        end
        ResetValues:
        begin
           state <= SelectFirst;
           X <= firstX;
           Y <= firstY;
           colorSaved <= 3'b000;
           rewriteX <= 3'b000;
           rewriteY <= 3'b000;
           swapX <= 3'b000;
           swapY <= 3'b000;
		   columnSlidesCount[0] <= 3'b000; 
		   columnSlidesCount[1] <= 3'b000;
		   columnSlidesCount[2] <= 3'b000;
		   columnSlidesCount[3] <= 3'b000;
		   columnSlidesCount[4] <= 3'b000;
		   columnSlidesCount[5] <= 3'b000;
		   columnSlidesCount[6] <= 3'b000;
		   columnSlidesCount[7] <= 3'b000;
		   columnSlidesStart[0] <= 3'b000;
		   columnSlidesStart[1] <= 3'b000;
		   columnSlidesStart[2] <= 3'b000;
		   columnSlidesStart[3] <= 3'b000;
		   columnSlidesStart[4] <= 3'b000;
		   columnSlidesStart[5] <= 3'b000;
		   columnSlidesStart[6] <= 3'b000;
		   columnSlidesStart[7] <= 3'b000;
		   UpFlag <= 0;
		   DownFlag <= 0;
		   RightFlag <= 0;
		   LeftFlag <= 0;
		   firstSlidedFlag <= 0;
		   indexCtr <= 0;
		   slidesCtr <= 0;
        end
       endcase
     end
end
endmodule
==> ./run.sh <==
#!/bin/bash
# OpenROAD 26Q1-2900-gdf79404cd8, Yosys 0.63+post, stock flow scripts
make -C /OpenROAD-flow-scripts/flow DESIGN_CONFIG=/design/flow/config.mk WORK_HOME=/design/flow/orfs finish
==> ./config.mk <==
export PLATFORM = sky130hd
export DESIGN_NAME = CandyCrush_Simple
export DESIGN_NICKNAME = CandyCrush_Simple
export VERILOG_FILES = /design/flow/design.v
export SDC_FILE = /design/flow/constraint.sdc
export NUM_CORES = 4
export LEC_CHECK = 1
export CORE_UTILIZATION = 40
==> ./constraint.sdc <==
current_design CandyCrush_Simple

set clk_period 5.7
set clk_io_pct 0.2

create_clock -name clk0 -period $clk_period [get_ports {Clk}]

set non_clock_inputs [all_inputs -no_clocks]
set_input_delay [expr $clk_period * $clk_io_pct] -clock clk0 $non_clock_inputs
set_output_delay [expr $clk_period * $clk_io_pct] -clock clk0 [all_outputs]
==> impl_metrics.env <==
# implementation run metrics
export IMPL_clockBufferDepth=2
export IMPL_edf_count=83
export IMPL_fin_setup_tns_ps=0
export IMPL_drive_gt1_frac=0.0895
export IMPL_fmax_ghz=0.199
export IMPL_drc=0
export IMPL_grt_max_degree=33
export IMPL_htree_levels=3
export IMPL_path_max_fanout=32
export IMPL_first_global_vias=5434
export IMPL_rows=47
export IMPL_ys_warn_count=15
export IMPL_drtIter0Drc=359
export IMPL_total_leakage_power_nw=2.69
export IMPL_clock_sinks=110
export IMPL_ys_cells=699
export IMPL_detail_route_wl_per_cell_um=20.1
export IMPL_cts_buffers=9
export IMPL_clkLatencyLatePin_ps=360
export IMPL_end_kind="flop"
export IMPL_synth_seq_area_share=0.449
export IMPL_cts_root_buf="clkbuf_16"
export IMPL_synth_top_flop_cell="edfxtp_1"
export IMPL_final_area_um2=7600
export IMPL_synth_cell_types=69
export IMPL_maxCapViolCount=0
export IMPL_ctsHoldBuffers=0
export IMPL_power_per_cell_area_nw_per_um2=260
export IMPL_finalHoldViolCount=0
export IMPL_cts_tree="yes"
export IMPL_ys_area_um2=6750
export IMPL_post_cts_buffers=0
export IMPL_async_flop_share=0
export IMPL_crit_buf_inv=1
export IMPL_layout_min_cycle_time_ps=5020
export IMPL_m1WireLength_um=8200
export IMPL_highest_layer="met4"
export IMPL_final_max_slew_viol_count=0
export IMPL_vias=5620
export IMPL_slowest_delay_ps=480
export IMPL_crit_family="AND-OR/OR-AND gates"
export IMPL_critPathMostFrequentCell="mux2i_1"
export IMPL_timing_final_ws_setup_ps=680
export IMPL_cp_data_arrival_time_ps=5020
export IMPL_hold_class="reg2reg"
export IMPL_crit_path_top_delay_cell="clkdlybuf4s50_1"
export IMPL_grt_usage=0.236
export IMPL_max_slew_margin=0.439
export IMPL_die_y_um=132
export IMPL_chipArea_um2=17400
export IMPL_fp_coreArea_um2=16500
export IMPL_ys_ff=110
export IMPL_warnings=30
export IMPL_fin_skew_ps=10.7
export IMPL_antenna_found_initial=0
export IMPL_vias_per_cell=5.94
export IMPL_synth_area_um2=6750
export IMPL_outcome="finished clean"
export IMPL_grt_pass1_wl_um=30200
export IMPL_clk_pin_slew_worst_paths_ps=70
export IMPL_place_worst_setup_slack_ps=354
export IMPL_drtPass1Iterations=5
export IMPL_peakVddDrop_mv=0.175
export IMPL_worstMarginPinSlew_ps=834
export IMPL_io_pin_count=35
export IMPL_portBuffers=34
export IMPL_met3_length_um=1270
export IMPL_syn_to_final_growth_pct=12.5
export IMPL_dpl_hpwl_um=14300
export IMPL_startpoint_type="primary input"
export IMPL_place_area_um2=7310
export IMPL_fillerInstances=1482
export IMPL_avgSynthCellArea_um2=9.66
export IMPL_gp_congestion=0.947
export IMPL_crit_type="in2reg"
export IMPL_path_cells="clkdlybuf4s50_1, nor2b_1, nand3_1, a311o_2, o21a_2, mux2i_1, mux2i_1, mux2_2, ha_1, o21ai_0, a21oi_1, nor2_1, a211oi_1, o21a_4, o31ai_1"
export IMPL_drtAntennaViolNets=0
export IMPL_syn_inst=699
export IMPL_finalCritPeriodShare=0.881
export IMPL_fin_util=0.460
export IMPL_cts_resized=0
export IMPL_n_antenna_cell=0
export IMPL_grt_overflow_total=0
export IMPL_met2_length_um=8900
export IMPL_fp_util=0.409
export IMPL_die_width_um=132
export IMPL_required_ps=5700
export IMPL_finalWirelength_um=19000
export IMPL_rsz0062_at_grt="false"
export IMPL_setup_violations=0
## power by group
| group | switching [mW] | internal [mW] |
|---|---|---|
| Clock | 0.300 | 0.303 |
| Sequential | 0.0555 | 0.906 |
| Combinational | 0.246 | 0.167 |
## worst paths after layout
check	start	to	slack, ps	depth (start not counted)
worst max-delay path	Enable	columnSlidesStart[4][1]	680	15
worst min-delay path	indexCtr[3]	indexCtr[3]	500	2
worst max register to register	flop	columnSlidesStart[4][1]	820	14
worst min register to register	indexCtr[3]	indexCtr[3]	500	2
## flip-flops by register name, summed over array words and instances, names as in the netlist, named ones only
signal and count:
columnSlidesCount 24, rewriteX 3, DownFlag 1, state 13, colorSaved 3, firstX 3
rewriteY 3, RightFlag 1, swapX 3, columnSlidesStart 24, X 3, stateNum 4
swapFlag 1, firstSlidedFlag 1, Y 3, UpFlag 1, swapY 3, randFlag 1
indexCtr 4, LeftFlag 1, firstY 3, slidesCtr 4
## layout by cell type, fill, tap and decap left out, drive strengths merged, types with 8 or more instances in the layout
cell and n:
nand4 8, ha 20, clkdlybuf4s50 34, a22oi 9
nand3 18, a211oi 15, dfxtp 27, o21ai 51
a21oi 36, buf 18, nor3 40, nor4 10
mux2 8, edfxtp 83, nor2b 11, nand2 62
o211ai 8, xor2 8, clkbuf 9, inv 33
nor2 70, mux2i 19, and2 25
## cells by family (layout without fill, tap and decap cells)
| kind of cell | after synthesis | after routing | synth area share |
|---|---|---|---|
| flip-flops | 110 | 110 | 0.449 |
| AND/OR/NAND/NOR | 264 | 264 | 0.188 |
| adder cells (fa/ha/maj) | 21 | 21 | 0.0400 |
| multiplexers | 33 | 33 | 0.0706 |
| AND-OR/OR-AND | 184 | 184 | 0.188 |
| buffers and inverters | 72 | 99 | 0.0450 |
| XOR/XNOR | 15 | 15 | 0.0195 |
## per-stage QoR
| step | cells | hold slack, ps | power [mW] |
|---|---|---|---|
| after floorplan | 699 | 462 | 1.22 |
| after global routing | 946 | 516 | 2.07 |
| after detailed placement | 930 | 490 | 1.39 |
| after global placement | 930 | 479 | 1.39 |
| after CTS | 946 | 498 | 1.99 |
| final | 946 | 499 | 1.98 |
## synth_stat cells, drive strengths merged, types with 7 or more instances
| cell type | instances | area, um^2 |
|---|---|---|
| edfxtp | 83 | 2490 |
| nor2 | 70 | 263 |
| nand2 | 62 | 233 |
| o21ai | 51 | 255 |
| nor3 | 40 | 200 |
| a21oi | 36 | 180 |
| clkbuf | 32 | 120 |
| inv | 31 | 116 |
| dfxtp | 27 | 541 |
| and2 | 25 | 156 |
| ha | 20 | 250 |
| mux2i | 19 | 240 |
| nand3 | 18 | 90.1 |
| a211oi | 15 | 123 |
| nor2b | 11 | 68.8 |
| nor4 | 10 | 68.8 |
| a22oi | 9 | 67.6 |
| buf | 9 | 67.6 |
| mux2 | 8 | 93.8 |
| nand4 | 8 | 50.1 |
| o211ai | 8 | 60.1 |
| xor2 | 8 | 70.1 |
| a32oi | 7 | 61.3 |
| xnor2 | 7 | 61.3 |
## layer usage
layer | up-vias | track usage
met3 | 39 | 0.0526
met5 | - | 0
met2 | 236 | 0.363
met1 | 2681 | 0.351
met4 | 0 | 0.0652
li1 | 2664 | -
## worst min-delay path: stages, from the launching register on
cell,delay (ps)
dfxtp_1,320
o21ai_0,70
a21oi_1,60
## area by class of cell
class,count,area [um^2],area share
Clock buffer,9,225,0.0296
Clock inverter,7,57.6,0.00758
Inverter,31,116,0.0153
Multi-Input combinational cell,517,3410,0.449
Sequential cell,110,3030,0.399
Tap cell,220,275,0.0362
Timing Repair Buffer,52,475,0.0626
Power and IR drop assume default switching activity.
